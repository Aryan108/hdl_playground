<file path="config.mk">
export PLATFORM = sky130hd
export DESIGN_NAME = uartRx
export DESIGN_NICKNAME = uartRx
export VERILOG_FILES = /design/flow/design.v
export SDC_FILE = /design/flow/constraint.sdc
export NUM_CORES = 4
export LEC_CHECK = 1
export CORE_AREA = 10 10 92 92
export DIE_AREA = 0 0 102 102
</file>
<file path="constraint.sdc">
current_design uartRx

set clk_period 3.3
set clk_io_pct 0.2

create_clock -name clk0 -period $clk_period [get_ports {in_clk}]

set non_clock_inputs [all_inputs -no_clocks]
set_input_delay [expr $clk_period * $clk_io_pct] -clock clk0 $non_clock_inputs
set_output_delay [expr $clk_period * $clk_io_pct] -clock clk0 [all_outputs]
</file>
<file path="design.v">
module uartRx #(
    parameter    CLKS_PER_BIT  = 217
) (
  input         in_clk,
  input         in_serial_rx,
  output        out_dataV,
  output [7:0]  out_byte_Rx 
);
parameter IDLE      = 3'b000;
parameter START_BIT = 3'b001;
parameter DATA_BIT  = 3'b010;
parameter STOP_BIT  = 3'b011;
parameter CLNUP     = 3'b100;
reg [7:0]   byte_rx   = 0;
reg [7:0]   clk_count = 0;
reg [2:0]   bit_idx   = 0;
reg         dV        = 0;
reg [2:0]   state     = 0;
always @(posedge in_clk) begin
    case(state)
        IDLE:
            begin
                dV <= 0;
                bit_idx <= 0;
                clk_count <= 0;            
            if(in_serial_rx == 1'b0)
                state <= START_BIT;
            else
                state <= IDLE;
            end
        START_BIT:
            begin
                if(clk_count == (CLKS_PER_BIT-1)/2)
                    begin
                        if(in_serial_rx == 1'b0 )
                            begin
                                clk_count <= 0;
                                state <= DATA_BIT;                            
                            end
                        else
                            state <= IDLE;
                    end
                else
                    begin
                        clk_count <= clk_count + 1;
                        state <= START_BIT;
                    end
            end
        DATA_BIT:
            begin
                if(clk_count < CLKS_PER_BIT - 1)
                    begin                    
                        clk_count <= clk_count + 1;
                        state <= DATA_BIT;
                    end
                else
                    begin
                        clk_count <= 0;
                        byte_rx[bit_idx] <= in_serial_rx;
                        if(bit_idx < 7)
                            begin
                                bit_idx <= bit_idx + 1;
                                state <= DATA_BIT;
                            end
                        else
                            begin
                                bit_idx <= 0;
                                state <= STOP_BIT;
                            end
                    end
            end
        STOP_BIT:
            begin
                if(clk_count == CLKS_PER_BIT - 1)
                    begin
                        clk_count <= clk_count + 1;
                        state <= STOP_BIT;                    
                    end
                else
                    begin
                        clk_count <= 0;
                        dV <= 1'b1;
                        state <= CLNUP;
                    end
            end
        CLNUP:
            begin
                state <= IDLE;
                dV <= 1'b0;
            end
        default:
            state <= IDLE;
    endcase
end
assign out_dataV = dV;
assign out_byte_Rx = byte_rx;
endmodule   
</file>
<file path="run.sh">
#!/bin/bash
# OpenROAD 26Q1-2900-gdf79404cd8, Yosys 0.63+post, stock flow scripts
make -C /OpenROAD-flow-scripts/flow DESIGN_CONFIG=/design/flow/config.mk WORK_HOME=/design/flow/orfs finish
</file>
==> flow_summary_export.csv <==
group,metric,value,unit
synth,ys_seq_share,50.3,%
clock_network,cts_num_sinks,23,
synth,synthDistinctLibCells,36,
routing,num_vias,870,
global_routing,grt_util_all_layers,4.57,%
floorplan,design.portCount,11,
place,post-dp-hpwl,1.75,mm
global_routing,globalRouteOverflowTotal,0,
clock_network,clk_latency,0.26,ns
global_routing,grt_first_pass_wirelength,3.86,mm
sta,finalMaxSlewViolations,0,
sta,setup_tns,0,ns
power_and_ir_drop,clkPwrFrac,23.1,%
synth,area_leaders,"edfxtp_1, ha_1, dfxtp_1",
routing,drt-wirelength-per-cell,11.4,um
clock_network,clock_path_buffers,2,
floorplan,chipHeight,102,um
clock_network,tritoncts,"done",
synth,ys_cells,114,
routing,route.detailed.vias_per_inst,4.26,
synth,syn_area_per_cell,11.5,um2
routing,detail_route.first_pass.iterations,4,
clock_network,number_of_buffers_inserted_by_hold_repair_at_cts,0,
floorplan,chip_area,10400,um2
synth,synth_area_leader_cell,"edfxtp_1",
synth,syn_area,1310,um2
power_and_ir_drop,largest_vdd_supply_drop,0.167,mV
flow_run,tool_warnings,30,
worst_setup_path,timing.critical_path.from_type,"primary input",
global_routing,grt_util_met2,7.31,%
clock_network,cts-buffers-inserted,3,
finish,top_logic_cell_by_instance_count_in_the_layout,"edfxtp_1",
floorplan,core,6460,um2
synth,yosys_area,1310,um2
outcome,status,"finished, final reports clean",
place,routabilityCongestion,0.801,
routing,remaining_drc_errors,0,
routing,postRouteWirelength,2.32,mm
global_routing,grt_pass1_vias,793,
sta,max_freq,467,MHz
worst_setup_path,timing.reg2reg.setup_slack,1.24,ns
synth,yosys_warnings,1,
clock_network,post_cts_buffers,0,
sta,skew,0.00856,ns
floorplan,dieWidth,102,um
routing,final_antenna_net_count,0,
worst_setup_path,cp.arrival,2.02,ns
sta,fin_ws,1.16,ns
finish,drive_above_1_share,11.0,%
power_and_ir_drop,sw_pwr,214,uW
sta,timing_worst_slew_pin_value,0.914,ns
worst_setup_path,worst-path-buf-inv,1,
clock_network,clock_tree.htree_level_count,1,
clock_network,clockRootBuffer,"clkbuf_8",
flow_run,max-cap-violations,0,
finish,synth_to_final_area_change,18.1,%
floorplan,floorplan.rows,29,
synth,synth-seq-cells,23,
sta,setup_viol_count_final,0,
global_routing,grt.busiest_layer,"met2",
worst_setup_path,cp_max_stage_cell,"a41oi_1",
sta,report.final.hold_viol_count,0,
place,dp_worst_setup_slack,0.882,ns
routing,diodes,0,
worst_setup_path,path_max_fanout,8,
power_and_ir_drop,combinationalPowerShare,18.9,%
power_and_ir_drop,power.share.switching,29.2,%
sta,finalCriticalPeriod,2.14,ns
power_and_ir_drop,leakage,0.000578,uW
sta,timing.max_slew.rel_slack,38.3,%
finish,mostFrequentLayoutCells,"edfxtp_1, nand2_1, nor2_1, clkdlybuf4s50_1, ha_1",
clock_network,cts_resized,0,
global_routing,use_met3,1.43,%
worst_hold_path,min-delay-path-class,"reg -> reg",
worst_setup_path,path_class,"in -> reg",
routing,detailedRoute.firstIterationViolations,60,
worst_setup_path,worst_path_dominant_cell_family,"AND-OR/OR-AND gates",
place,numPortBuffers,10,
clock_network,clk_pin_slew_worst_paths,0.08,ns
global_routing,grt_start_max_net_pins,14,
sta,unrepaired_setup_endpoints_after_global_routing,"no",
worst_setup_path,cp.required,3.18,ns
synth,netlist.area_leader.share,45.7,%
worst_setup_path,critical_path_s_largest_stage_delay,0.81,ns
power_and_ir_drop,power.sequential.fraction,58.0,%
power_and_ir_drop,power.density,472,nW/um2
worst_setup_path,crit_path_end_kind,"register",
global_routing,initial_antenna_violation_count,0,
synth,synth_cells,114,
global_routing,use_met1,6.21,%
floorplan,initCoreUtil,20.3,%
finish,final_util,24.0,%
sta,finalClockPeriodUsage,64.8,%
power_and_ir_drop,internal_power,519,uW
worst_setup_path,cp_cell_sequence,"clkdlybuf4s50_1, a41oi_1",
-- per-stage QoR --
step                hold slack (ns)  total power, uW  std cells  instance area (um2)
floorplan                     0.451              532        114                 1310
global placement              0.499              570        200                 1510
detailed placement            0.500              570        200                 1510
CTS                           0.528              743        204                 1550
global route                  0.577              780        204                 1550
finish                        0.525              733        204                 1550
-- cell families (layout without fill, tap and decap cells) --
family	after synthesis	count (layout)	synth area share, %
buf+inv	6	19	1.81
simple gates	52	52	22.3
mux	2	2	1.71
compound gates	15	15	10.7
flops	23	23	50.3
fa+ha+maj	7	7	6.67
xor+xnor	9	9	6.57
-- sequential cells by signal, summed over array words and instances (netlist names) --
name / flops
byte_rx: 8
clk_count: 8
bit_idx: 3
state: 3
dV: 1
-- layer usage --
metal	vias to the layer above	wire length, um
li1	447	-
met1	414	1130
met2	7	1080
met3	2	95
met4	0	19
met5	-	0
-- power by group through the flow --
stage | sequential, uW | clock, uW | combinational [uW]
CTS | 425 | 177 | 141
global route | 434 | 187 | 159
finish | 425 | 169 | 138
-- area by class of cell --
type                       count  area, um2
clock buffer                   3       41.3
tap                           77       96.3
clock inverter                 1       5.00
timing repair buffer          10        100
sequential                    23        661
multi-input combinational     85        629
fill                         686       4910
inverter                       5       18.8
-- synth_stat cells (all sizes together) --
master   count
edfxtp      20
nand2       15
nor2        10
ha           7
xor2         7
nand3        6
inv          5
o21ai        5
and2         3
and3         3
dfxtp        3
nor2b        3
a22o         2
mux2         2
nand4        2
o211ai       2
o31ai        2
xnor2        2
a2bb2oi      1
a32oi        1
a41oi        1
and4         1
clkbuf       1
nand2b       1
nand3b       1
nand4b       1
nor3         1
nor3b        1
nor4         1
nor4b        1
o2111ai      1
or2          1
or3          1
-- path summary, 6_finish.rpt --
| check | from | endpoint | cells past startpoint |
|---|---|---|---|
| worst max-delay path | in_serial_rx | clk_count[6]$_DFFE_PP_ | 2 |
| worst min-delay path | state[2]$_DFF_P_ | state[1]$_DFF_P_ | 1 |
| worst max register to register | bit_idx[0]$_SDFFCE_PP0P_ | byte_rx[4]$_DFFE_PP_ | 5 |
| worst min register to register | state[2]$_DFF_P_ | state[1]$_DFF_P_ | 1 |
Power and IR drop assume default switching activity.
