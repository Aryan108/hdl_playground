<file path="./design.v">
module regfile #(
    parameter    D_WIDTH  = 8,
    parameter    A_WIDTH = 4
) (
  input                         clk,wren,
  input  wire [D_WIDTH - 1 : 0] wdata,
  input  wire [A_WIDTH - 1 : 0] waddr,raddr,
  output wire [D_WIDTH - 1 : 0] rdata
);
reg [D_WIDTH - 1 : 0] ram [2**A_WIDTH - 1 : 0];
always @(posedge clk) 
    if (wren)
        ram[waddr] <= wdata;
    assign rdata = ram[raddr];
endmodule   
</file>
<file path="./run.sh">
#!/bin/bash
# OpenROAD 26Q1-2900-gdf79404cd8, Yosys 0.63+post, stock flow scripts
make -C /OpenROAD-flow-scripts/flow DESIGN_CONFIG=/design/flow/config.mk WORK_HOME=/design/flow/orfs finish
</file>
<file path="./config.mk">
export PLATFORM = sky130hd
export DESIGN_NAME = regfile
export DESIGN_NICKNAME = regfile
export VERILOG_FILES = /design/flow/design.v
export SDC_FILE = /design/flow/constraint.sdc
export NUM_CORES = 4
export LEC_CHECK = 1
export CORE_UTILIZATION = 40
</file>
<file path="./constraint.sdc">
current_design regfile

set clk_period 2.2
set clk_io_pct 0.2

create_clock -name clk0 -period $clk_period [get_ports {clk}]

set non_clock_inputs [all_inputs -no_clocks]
set_input_delay [expr $clk_period * $clk_io_pct] -clock clk0 $non_clock_inputs
set_output_delay [expr $clk_period * $clk_io_pct] -clock clk0 [all_outputs]
</file>
==> flow_results.xml <==
<?xml version="1.0" encoding="UTF-8"?>
<metrics>
  <group name="power_and_ir_drop">
    <metric name="cellLeakagePower" unit="nW">2.166</metric>
    <metric name="power_per_cell_area" unit="nW/um^2">917.1</metric>
    <metric name="vdd.ir_drop.worst" unit="V">0.0005734</metric>
  </group>
  <group name="routing">
    <metric name="drt_drc_violations_left" unit="">0</metric>
    <metric name="dr_total_vias" unit="">2491</metric>
    <metric name="detail_route.vias_per_cell" unit="">5.157</metric>
    <metric name="antenna-diode-count" unit="">0</metric>
    <metric name="dr.pass1.iters" unit="">4</metric>
    <metric name="antenna_left" unit="">0</metric>
    <metric name="drt_first_iter_violations" unit="">217</metric>
    <metric name="avgRoutedWirePerCell" unit="um">21.39</metric>
    <metric name="finalWirelength" unit="um">10330</metric>
  </group>
  <group name="job">
    <metric name="tool_warnings" unit="">27</metric>
    <metric name="maxCapViolations" unit="">0</metric>
  </group>
  <group name="critical_path">
    <metric name="cp_launch_point" unit="">raddr[0]</metric>
    <metric name="crit_end" unit="">rdata[6]</metric>
    <metric name="setup.worst_path.end_class" unit="">primary output</metric>
    <metric name="timing.critical_path.from_type" unit="">input port</metric>
    <metric name="required" unit="ps">1760</metric>
    <metric name="critPathMaxFanout" unit="">9</metric>
    <metric name="criticalPathCategory" unit="">input port to primary output</metric>
    <metric name="crit_arrival" unit="ps">1700</metric>
  </group>
  <group name="synth">
    <metric name="synth-cells-yosys" unit="">221</metric>
    <metric name="synth-seq-area-share" unit="%">77.07</metric>
    <metric name="postSynth.topFlopCell" unit="">sky130_fd_sc_hd__edfxtp_1</metric>
    <metric name="synthCells" unit="">221</metric>
    <metric name="ys_chip_area" unit="sq um">4987</metric>
    <metric name="synth.most_common_cell" unit="">sky130_fd_sc_hd__edfxtp_1</metric>
    <metric name="largest_area_cell" unit="">sky130_fd_sc_hd__edfxtp_1</metric>
    <metric name="ys_seq_elements" unit="">128</metric>
    <metric name="enable_flop_cells" unit="">128</metric>
    <metric name="post_synth.cell_area_avg" unit="sq um">22.57</metric>
    <metric name="post_synth_instance_area" unit="sq um">4987</metric>
    <metric name="topCellsByArea" unit="">sky130_fd_sc_hd__edfxtp_1, sky130_fd_sc_hd__mux4_2, sky130_fd_sc_hd__mux4_1, sky130_fd_sc_hd__a22oi_1, sky130_fd_sc_hd__nor2_1</metric>
    <metric name="yosysWarningCount" unit="">1</metric>
    <metric name="async_flop_share" unit="%">0</metric>
    <metric name="post-synth-top-area-fraction" unit="%">77.07</metric>
    <metric name="synth_cell_types" unit="">18</metric>
    <metric name="synthTopCellsByCount" unit="">sky130_fd_sc_hd__edfxtp_1, sky130_fd_sc_hd__mux4_2, sky130_fd_sc_hd__a22oi_1</metric>
  </group>
  <group name="place">
    <metric name="numPortBuffers" unit="">25</metric>
    <metric name="number_of_instances_in_the_placed_design" unit="">434</metric>
    <metric name="post-dp-hpwl" unit="um">6094</metric>
    <metric name="globalplace.congestion" unit="">0.7750</metric>
    <metric name="postPlaceCellArea" unit="sq um">5657</metric>
  </group>
  <group name="clocking">
    <metric name="cts_tree" unit="">built</metric>
    <metric name="tritoncts_buffer_count" unit="">17</metric>
    <metric name="cts.sinks" unit="">128</metric>
    <metric name="clk_transition_reported_paths" unit="ps">60</metric>
    <metric name="clock_tree.buffer_depth" unit="">2</metric>
    <metric name="cts-htree-levels" unit="">4</metric>
    <metric name="ctsRootBufferMaster" unit="">sky130_fd_sc_hd__clkbuf_16</metric>
    <metric name="ctsHoldBuffers" unit="">0</metric>
  </group>
  <group name="final_layout">
    <metric name="design_area" unit="sq um">6436</metric>
    <metric name="finish.utilization" unit="%">53.36</metric>
    <metric name="largest_reg_flops" unit="">128</metric>
    <metric name="largest_registers_in_the_final_layout" unit="">ram (128)</metric>
    <metric name="layout_cells_sized_above_1" unit="%">42.54</metric>
    <metric name="regMostFlops" unit="">ram</metric>
    <metric name="fillerInstances" unit="">935</metric>
    <metric name="area_growth_syn_to_layout" unit="%">29.05</metric>
    <metric name="post_layout_nonfiller_instances" unit="">483</metric>
  </group>
  <group name="floorplanning">
    <metric name="core.rowCount" unit="">40</metric>
    <metric name="initial_core_util" unit="%">41.35</metric>
    <metric name="io_pins" unit="">26</metric>
    <metric name="die_h" unit="um">113.7</metric>
    <metric name="placeableCoreArea" unit="sq um">12060</metric>
    <metric name="die-area" unit="sq um">12920</metric>
    <metric name="die_width" unit="um">113.7</metric>
  </group>
  <group name="grt">
    <metric name="overflow" unit="">0</metric>
    <metric name="aggregate_global_route_resource_usage" unit="%">19.34</metric>
    <metric name="antenna_found_initial" unit="">0</metric>
    <metric name="grt_max_degree" unit="">17</metric>
    <metric name="grt_first_pass_wirelength" unit="um">16270</metric>
    <metric name="grt_pass1_vias" unit="">2760</metric>
  </group>
  <group name="final_timing">
    <metric name="timing.final.hold_violations" unit="">0</metric>
    <metric name="fin_crit" unit="ps">2136</metric>
    <metric name="timing.final.crit_share" unit="%">97.09</metric>
    <metric name="setup_viol" unit="">0</metric>
    <metric name="max_freq" unit="MHz">468.2</metric>
    <metric name="grt_setup_unrepaired" unit="">yes</metric>
    <metric name="maxSlewViolCount" unit="">0</metric>
    <metric name="worst-slew-pin-transition" unit="ps">607.8</metric>
    <metric name="max_slew_margin" unit="%">59.36</metric>
  </group>
  <group name="run_status">
    <metric name="status" unit="">completed</metric>
  </group>
  <group name="hold_path">
    <metric name="holdCritPathClass" unit="">input port to flip-flop</metric>
  </group>
</metrics>
[worst max-delay path: stages]
cell	delay [ps]
sky130_fd_sc_hd__buf_16	130
sky130_fd_sc_hd__buf_12	120
sky130_fd_sc_hd__buf_6	90
sky130_fd_sc_hd__mux4_2	490
sky130_fd_sc_hd__a22oi_2	210
sky130_fd_sc_hd__nand2_1	90
sky130_fd_sc_hd__buf_2	120
[kinds of logic (layout without fill, tap and decap cells)]
group | after synthesis | in the layout | share of synthesized area, %
flip-flops | 128 | 128 | 77.07
buffers and inverters | 10 | 104 | 1.731
multiplexers | 32 | 32 | 15.50
AND-OR/OR-AND | 16 | 16 | 2.409
AND/OR/NAND/NOR | 35 | 35 | 3.287
[through the flow]
step                      TNS, ps  setup slack [ps]  total power (W)  hold slack [ps]
final                           0             63.97         0.005903            992.2
after global routing       -8.256            -8.256         0.006072             1039
after CTS                  -40.19            -30.28         0.005951            963.8
after detailed placement    -4209            -549.2         0.003121             1392
after global placement      -4545            -589.5         0.003116             1382
after floorplan                 0             267.1         0.002936            538.9
[power breakdown]
group | switching, W | total [W] | internal, W | leakage, nW
clock | 0.00100 | 0.00279 | 0.00178 | 0.287
combinational | 0.000174 | 0.000370 | 0.000196 | 0.723
sequential | 0.0000105 | 0.00275 | 0.00274 | 1.16
[cell type report]
| type | instances | area [sq um] | share of cell area (%) |
|---|---|---|---|
| clock inverters | 13 | 163.9 | 2.547 |
| well taps | 168 | 210.2 | 3.266 |
| flip-flops and latches | 128 | 3844 | 59.72 |
| multi-input cells | 83 | 1072 | 16.66 |
| clock buffers | 19 | 432.9 | 6.726 |
| repair buffers | 72 | 713.2 | 11.08 |
[metal layers]
metal  vias to the layer above  share of wire [%]  global-route usage (%)
met4                         0                1.3                   2.193
met3                        13                 15                   13.81
li1                       1099                  -                       -
met2                       151                 45                   27.52
met1                      1228                 39                   27.06
met5                         -                  0                       0
[cells in the final DEF (no fill, tap or decap), drive strengths merged]
cell type,n
a22oi,16
and2,1
and2b,1
buf,54
bufinv,3
clkbuf,22
clkdlybuf4s50,13
clkinv,7
clkinvlp,2
dlygate4sd2,1
dlymetal6s2s,1
edfxtp,128
inv,1
mux4,32
nand2,9
nand2b,2
nand3,1
nand3b,2
nor2,13
nor2b,1
nor3,4
or3b,1
[worst min path at each step]
stage | startpoint | endpoint | slack, ps | cells after the start
after CTS | wdata[2] | ram[13][2] | 960 | 1
final | wdata[2] | ram[6][2] | 990 | 1
after global routing | wdata[2] | ram[13][2] | 1040 | 1
[timing repair]
item                       4_1_cts  5_1_grt
buffers inserted                17        0
setup endpoints to repair        8        8
gates resized                   73        6
pin swaps                       23        8
gates cloned                     2        0
Power figures rest on the tool's default switching activity, not on a simulated workload.
