$ cat ./run.sh
#!/bin/bash
# OpenROAD 26Q1-2900-gdf79404cd8, Yosys 0.63+post, stock flow scripts
make -C /OpenROAD-flow-scripts/flow DESIGN_CONFIG=/design/flow/config.mk WORK_HOME=/design/flow/orfs finish
$ cat ./design.v
module seqdetect #(
    parameter   SEQ  = 4'b1011,
                S_WIDTH = 2,
                MEM = 5,
                S0  = 2'b00,
                S1  = 2'b01,
                S2  = 2'b10,
                S3  = 2'b11
) (
    input   clk,rst,din,
    output  [4:0] out
);
reg [S_WIDTH-1 : 0] nextS,currentS;
reg [MEM - 1 :0] count = 0;
always @(din or currentS) begin
    case (currentS)
        S0:
            if(din == 1)
                nextS = S1;
            else if (din == 0)
                nextS = currentS;
            else
                nextS = currentS;
        S1:
            if(din == 1)
                nextS = currentS;
            else if (din == 0)
                nextS = S2;
            else
                nextS = currentS;
        S2:
            if(din == 1)
                nextS = S3;
            else if (din == 0)
                nextS = S0;
            else
                nextS = currentS;
        S3:
            if(din == 1) begin
                nextS = S1;
                count = count + 1;  
            end
            else if (din == 0)
                nextS = S2;
            else
                nextS = currentS;
        default:
            nextS = currentS;
    endcase
end
always @(posedge clk) begin
    if(rst)  
        currentS = S0;
    else
        currentS = nextS;    
end
assign out = count;
endmodule   
$ cat ./config.mk
export PLATFORM = sky130hd
export DESIGN_NAME = seqdetect
export DESIGN_NICKNAME = seqdetect
export VERILOG_FILES = /design/flow/design.v
export SDC_FILE = /design/flow/constraint.sdc
export NUM_CORES = 4
export LEC_CHECK = 1
export CORE_AREA = 10 10 70 70
export DIE_AREA = 0 0 80 80
$ cat ./constraint.sdc
current_design seqdetect

set clk_period 1.0
set clk_io_pct 0.2

create_clock -name clk0 -period $clk_period [get_ports {clk}]

set non_clock_inputs [all_inputs -no_clocks]
set_input_delay [expr $clk_period * $clk_io_pct] -clock clk0 $non_clock_inputs
set_output_delay [expr $clk_period * $clk_io_pct] -clock clk0 [all_outputs]
==> impl_metrics.env <==
# flow metrics
export IMPL_holdBufCountCts=0
export IMPL_syn_area_um2=262.8
export IMPL_worstSetupPathType="primary input to flip-flop"
export IMPL_worst_endpoint_arrival_ns=0.92
export IMPL_port_buffers=7
export IMPL_critPathTopFamily="buffers and inverters"
export IMPL_swShare=0.2028
export IMPL_clk_pin_slew_ns=0.04
export IMPL_p_total_mw=0.4095
export IMPL_worstMarginPinSlew_ns=0.5082
export IMPL_fp_util=0.07692
export IMPL_cpMaxStageDelayCell="clkdlybuf4s50_1"
export IMPL_p_int_mw=0.3264
export IMPL_place_ws_ns=-0.02653
export IMPL_drc=0
export IMPL_finish_instance_area_um2=412.9
export IMPL_synth_distinct_cells=13
export IMPL_outcome="complete, no violations"
export IMPL_grt_usage=0.01765
export IMPL_unclocked_regs=5
export IMPL_post_cts_buffers=0
export IMPL_dieArea_mm2=0.006400
export IMPL_layout_top_cells="clkdlybuf4s50_1, dlxtn_1, dfxtp_1"
export IMPL_endpoint_kind="flip-flop"
export IMPL_ant_nets=0
export IMPL_worst_path_max_fanout=5
export IMPL_layout_top_cell="clkdlybuf4s50_1"
export IMPL_area_growth_pct=57.14
export IMPL_r2r_cells=2
export IMPL_min_period_ns=0.7718
export IMPL_avgViaCountPerCell=2.549
export IMPL_dp_cells=79
export IMPL_drv_cap=0
export IMPL_power_frac_comb=0.065
export IMPL_fmaxAchievable_mhz=1296
export IMPL_holdPathEnd="currentS[3]"
export IMPL_p_clk_frac=0.488
export IMPL_period_used=0.7718
export IMPL_diodes=0
export IMPL_hold_start="currentS[1]"
export IMPL_core_mm2=0.003416
export IMPL_synthesis_instances=26
export IMPL_p_seq_frac=0.447
export IMPL_cts_path_max_buffers=2
export IMPL_vias=209
export IMPL_ys_warnings_count=6
export IMPL_p_sw_mw=0.08306
export IMPL_reg2reg_to="currentS[2]"
export IMPL_cts_root_buffer="clkbuf_4"
export IMPL_reg2reg_from="currentS[3]"
export IMPL_synth_seq_cells=9
export IMPL_ys_area_um2=262.8
export IMPL_h_tree_depth=1
export IMPL_rsz0062_at_grt="no"
export IMPL_whs_path_depth=1
export IMPL_dr_pass1_iters=4
export IMPL_die_h_um=80
export IMPL_wl_um=503
export IMPL_placed_area_um2=390.4
export IMPL_r2r_setup_slack_ns=0.27
export IMPL_die_x_um=80
export IMPL_grt_pass1_vias=219
export IMPL_timing_final_hold_violations=0
export IMPL_nFillCells=398
export IMPL_required_ns=1.15
export IMPL_cts_tree="built"
export IMPL_place_congestion=0.6752
export IMPL_post_cts_resized=0
export IMPL_warnings=25
export IMPL_grt_max_degree=6
export IMPL_p_leak_nw=0.1597
export IMPL_num_rows=21
export IMPL_utilization=0.1209
export IMPL_relSlewSlack=0.6576
export IMPL_setup_violations=0
export IMPL_ir_worst_vdd_v=0.0005920
export IMPL_grt_pass1_wl_um=945
export IMPL_syn_mean_instance_area_um2=10.11
export IMPL_overflow=0
export IMPL_final_cells=82
export IMPL_dp_hpwl_um=408.8
export IMPL_drt_iter0_markers=7
export IMPL_path_cells="clkdlybuf4s50_1 -> nor3b_1"
export IMPL_crit_buf_inv=1
export IMPL_finalMaxSlewViolations=0
export IMPL_wl_per_cell_um=6.134
export IMPL_cpPeakStageDelay_ns=0.53
export IMPL_drive_gt1_frac=0.08333
export IMPL_startpoint_type="primary input"
export IMPL_finalWorstSetupSlack_ns=0.2282
export IMPL_insertion_delay_ns=0.24
export IMPL_clock_skew_ns=0.007254
export IMPL_ios=8
export IMPL_p_per_area_mw_per_mm2=991.7
export IMPL_min_path_type="flip-flop to flip-flop"
export IMPL_untimed_endpoints=10
export IMPL_yosys_cells=26
export IMPL_numCtsBuffers=3
export IMPL_antenna_found_initial=0
-- routing by layer --
metal / part of all wire / track usage / up-vias
met2: 0.32 / 0.02408 / 12
met4: 0 / 0.005282 / 0
met3: 0.17 / 0.01364 / 0
li1: - / - / 108
met5: 0 / 0 / -
met1: 0.51 / 0.02079 / 89
-- cell type report --
cell class                      instances  area [µm²]  share of cell area
Sequential cell                         9       155.1              0.3758
Inverter                                2       7.507             0.01818
Multi-Input combinational cell         15       100.1              0.2424
Clock buffer                            3       22.52             0.05455
Timing Repair Buffer                    7       70.07              0.1697
Tap cell                               46       57.56              0.1394
-- through the flow --
step	hold slack (ns)	TNS, ns
2_1_floorplan	0.2761	0
3_3_place_gp	0.4921	0
3_5_place_dp	0.5004	-0.02894
4_1_cts	0.4995	0
5_1_grt	0.5268	0
6_report	0.5052	0
-- sequential cells by signal, summed over array words and instances (netlist names) --
signal and flops:
count 5, currentS 4
-- Yosys cell counts --
master    number  area share
nor3b_1        1       0.029
dlxtn_1        5        0.29
nand3_1        2       0.038
xor2_1         1       0.033
and3b_1        1       0.033
o21ai_0        1       0.019
inv_1          2       0.029
ha_1           1       0.048
dfxtp_1        4        0.30
xnor2_1        2       0.067
nor3_1         3       0.057
o21bai_1       1       0.029
nor2_1         2       0.029
-- logic make-up (layout without fill, tap and decap cells) --
| kind of cell | Yosys count | in the layout | share of synthesized area |
|---|---|---|---|
| flip-flops | 4 | 4 | 0.3048 |
| AND-OR/OR-AND | 2 | 2 | 0.04761 |
| AND/OR/NAND/NOR | 9 | 9 | 0.1857 |
| XOR/XNOR | 3 | 3 | 0.1000 |
| latches | 5 | 5 | 0.2857 |
| buffers and inverters | 2 | 12 | 0.02858 |
| adder cells (fa/ha/maj) | 1 | 1 | 0.04761 |
-- power groups by stage --
stage | sequential [mW] | combinational, mW | clock [mW]
after global routing | 0.184 | 0.0311 | 0.233
final | 0.183 | 0.0267 | 0.200
after CTS | 0.183 | 0.0270 | 0.210
-- worst max path at each step --
| stage | from | end | slack, ns | cells past startpoint |
|---|---|---|---|---|
| 4_1_cts | din | currentS[2] | 0.22 | 2 |
| 5_1_grt | din | currentS[2] | 0.17 | 2 |
| 6_report | din | currentS[2] | 0.23 | 2 |
Power and IR drop assume default switching activity.
